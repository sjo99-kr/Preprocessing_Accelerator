$ cat flow/design.v
`timescale 1ns / 1ps
module rgb_buffer(
    input i_clk,
    input i_rst,
    input [23:0] rgb_input,
    input i_read,
    output [23:0] rgb_output0,
    output [23:0] rgb_output1,
    output [23:0] rgb_output2,
    output [23:0] rgb_output3,
    output [23:0] rgb_output4,
    output [23:0] rgb_output5,
    output [23:0] rgb_output6,
    output [23:0] rgb_output7,
    output o_valid
    );
    reg [23:0] buffer [7:0];
    reg [2:0] counter;
    reg out_sig;
    always@(posedge i_clk) begin
        if(i_rst) begin
            counter <= 0;
            buffer[0] <= 0;
            buffer[1] <= 0;
            buffer[2] <= 0;
            buffer[3] <= 0;
            buffer[4] <= 0;
            buffer[5] <= 0;
            buffer[6] <= 0;
            buffer[7] <= 0;
        end
        if(i_read) begin
            case(counter) 
                0 : begin
                    buffer[0] <= rgb_input;
                    counter <= counter +1;
                end
                1: begin
                    buffer[1] <= rgb_input;
                    counter <= counter +1;
                end
                2: begin
                    buffer[2] <= rgb_input;
                    counter <= counter +1;
                end
                3: begin
                    buffer[3] <= rgb_input;
                    counter <= counter +1;
                end
                4: begin
                    buffer[4] <= rgb_input;
                    counter <= counter +1;
                end
                5: begin
                    buffer[5] <= rgb_input;
                    counter <= counter +1;
                end
                6: begin
                    buffer[6] <= rgb_input;
                    counter <= counter +1;
                end
                7: begin
                    buffer[7] <= rgb_input;
                    counter <= counter +1;
                end
            endcase
        end
    end
    always@(posedge i_clk)begin
        if(i_rst)begin
            out_sig <= 0;
        end
        else begin
            if(counter == 7)begin
                out_sig <= 1;
            end
            else begin
                out_sig <= 0;
            end
        end
    end
    assign o_valid = out_sig;
    assign rgb_output0 = (out_sig) ? buffer[0] : 0;
    assign rgb_output1 = (out_sig) ? buffer[1] : 0;
    assign rgb_output2 = (out_sig) ? buffer[2] : 0;
    assign rgb_output3 = (out_sig) ? buffer[3] : 0;
    assign rgb_output4 = (out_sig) ? buffer[4] : 0;
    assign rgb_output5 = (out_sig) ? buffer[5] : 0;
    assign rgb_output6 = (out_sig) ? buffer[6] : 0;
    assign rgb_output7 = (out_sig) ? buffer[7] : 0;
endmodule
$ cat flow/run.sh
#!/bin/bash
# OpenROAD 26Q1-2900-gdf79404cd8, Yosys 0.63+post, stock flow scripts
make -C /OpenROAD-flow-scripts/flow DESIGN_CONFIG=/design/flow/config.mk WORK_HOME=/design/flow/orfs finish
$ cat flow/config.mk
export PLATFORM = sky130hd
export DESIGN_NAME = rgb_buffer
export DESIGN_NICKNAME = rgb_buffer
export VERILOG_FILES = /design/flow/design.v
export SDC_FILE = /design/flow/constraint.sdc
export NUM_CORES = 4
export LEC_CHECK = 1
export CORE_UTILIZATION = 40
$ cat flow/constraint.sdc
current_design rgb_buffer

set clk_period 6.6
set clk_io_pct 0.2

create_clock -name clk0 -period $clk_period [get_ports {i_clk}]

set non_clock_inputs [all_inputs -no_clocks]
set_input_delay [expr $clk_period * $clk_io_pct] -clock clk0 $non_clock_inputs
set_output_delay [expr $clk_period * $clk_io_pct] -clock clk0 [all_outputs]
==> results.ini <==
[grt]
grt_pass1_vias=6295
antenna_found_initial=1
grt_max_degree=98
grt_remaining_overflow=0
grt_use_total_pct=20.1
grt_first_pass_wirelength_mm=36.3

[logic_synthesis]
yosys_warnings=2
post-synth-top-area-fraction_pct=41.5
synth_cells=914
ys_async_sr_fraction_pct=0
top_cells_by_count=195 x and2_1, 193 x dfxtp_1, 147 x nor2b_1, 69 x mux2_2, 60 x mux2_4
synth.avg_cell_area_um2=10.2
synth-edff-count=3
synth_cell_types=19
ff_type=dfxtp_1
yosys_cells=914
ys.flops=196
ys_area_um2=9310
top_cell=and2_1
yosysTopAreaCell=dfxtp_1
seq_area_frac_synth_pct=42.5
syn_area_um2=9310
top_cells_by_area=dfxtp_1 41%, and2_1 13%, nor2b_1 9.9%

[timing]
layout_min_cycle_time_ns=3.53
finalSetupViolations=0
slew_viol_final=0
finalCritPeriodShare_pct=53.5
fin_tns_setup_ns=0
relSlewSlack_pct=49.3
fin_skew_ns=0.0120
worstMarginPinSlew_ns=0.761
fmax_mhz=283
rsz0062_at_grt=no
hold_viol=0
fin_hold_ws_ns=0.472

[clock_tree]
clk_pin_slew_ns=0.07
insertion_delay_ns=0.43
clock-root-buffer=clkbuf_16
post_cts_resized=0
cts_buffer_depth=2
postCtsHoldBufs=0
h-tree-depth=4
cts.sinks=196
post_cts_buffers=0
cts_tree=done
cts_buffers=17

[power]
power_density_nw_per_um2=214
power_leakage_nw=4.94
peakVddDrop_mv=0.174

[place]
dp_cells=1354
place_area_um2=11500
place_congestion=0.775
io_buffer_count=219
hpwlAfterDp_mm=14.9

[die]
die_x_um=155
die-area_um2=23900
core_area_um2=22700
ios=220
fp_util_pct=41.0
core.rowCount=55
die_y_um=155

[routing]
drt_pre_antenna_iters=4
routed.top_layer=met4
wl_met2_mm=9.89
dr_wl_met3_mm=1.25
wl_met1_mm=12.0
wl_per_cell_um=16.8
via_per_inst=4.71
antenna_left=0
drc=0
vias=6533
drt_iter0_markers=304
drt-total-wl_mm=23.3
antenna_cells=0

[finish]
fin_area_um2=12100
syn2layout_area_growth_pct=30.3
flop_area_um2=3960
instances_no_fill=1386
drive_gt1_share_pct=16.3
combGateArea_um2=4960
fillers=2065

[worst_hold_path]
whs_path_depth=2
hold_path.class=reg -> reg
holdCritStartpoint=buffer[3][7]$_DFF_P_
min_to=buffer[3][7]$_DFF_P_

[critical_path]
worst_setup_path_start_kind=flop
worstPathRequired_ns=5.28
cp_data_arrival_time_ns=2.21
crit_path_start=out_sig$_SDFF_PP0_
end_kind=output port
r2r_start=counter[2]$_SDFFCE_PN0P_
cp_max_fo=97
path_class=reg -> out
reg2reg_slack_ns=4.38
r2r_cells=4
r2r_end=buffer[7][19]$_DFF_P_

[flow_run]
warnings=29
max_cap_violations=0

[outcome]
status=complete, no violations

-- how the worst max path moves through the flow --
stage | to | slack (ns)
final | rgb_output6[13] | 3.07
after global routing | rgb_output6[13] | 2.92
after CTS | rgb_output4[23] | 3.03
-- per-stage QoR --
stage | setup WS (ns) | util [%] | power, mW
2_1_floorplan | 4.33 | - | 1.49
3_3_place_gp | 3.47 | 50.8 | 1.56
3_5_place_dp | 3.46 | 50.8 | 1.56
4_1_cts | 3.03 | 53.4 | 2.63
5_1_grt | 2.92 | 53.4 | 2.71
6_report | 3.07 | 53.4 | 2.60
-- cells in the final DEF (no fill, tap or decap) --
cell type	count
clkdlybuf4s50_1	217
and2_1	195
dfxtp_1	192
nor2b_1	147
mux2_2	69
mux2_4	60
nand2b_1	48
nand3_1	48
o21ai_0	48
clkbuf_16	17
mux2_1	15
buf_4	8
ha_1	6
inv_6	4
clkinv_4	4
inv_1	3
nand3b_4	3
nand3_4	3
edfxtp_1	3
bufinv_16	2
inv_8	2
clkinv_2	2
or2_2	1
clkbuf_8	1
buf_2	1
buf_6	1
dfxtp_4	1
-- metal layers --
metal  vias up  global-route usage (%)
met5         -                       0
li1       3333                       -
met4         0                   0.990
met2       147                    28.9
met3         4                    4.25
met1      3049                    33.2
-- critical path, cell delays in order, from the launching register on --
cell and delay [ns]:
dfxtp_4 0.42, buf_4 0.58, and2_1 0.22, clkdlybuf4s50_1 0.51
-- state kept, by name, indices dropped and copies added, names as in the netlist --
name,cells
counter,3
buffer,192
out_sig,1
-- power breakdown --
group	internal, mW	switching, mW
logic	0.126	0.117
registers	1.26	0.0325
clock network	0.581	0.484
total	1.96	0.634
-- cell type report --
cell class	count	area share (%)
Timing Repair Buffer	227	18.5
Multi-Input combinational cell	643	40.9
Tap cell	285	2.94
Inverter	3	0.0928
Clock inverter	14	1.34
Sequential cell	196	32.6
Clock buffer	18	3.62
-- cells by family (layout without fill, tap and decap cells) --
group / count (synthesis) / after routing / share of synthesized area [%]
mux: 144 / 144 / 19.8
compound gates: 48 / 48 / 2.58
buf+inv: 75 / 262 / 4.27
flops: 196 / 196 / 42.5
simple gates: 445 / 445 / 30.1
fa+ha+maj: 6 / 6 / 0.806
No activity file was given, so power comes from the tool's default toggle rates.
